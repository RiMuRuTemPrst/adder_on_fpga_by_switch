[./run.sh]
#!/bin/bash
# OpenROAD 26Q1-2900-gdf79404cd8, Yosys 0.63+post, stock flow scripts
make -C /OpenROAD-flow-scripts/flow DESIGN_CONFIG=/design/flow/config.mk WORK_HOME=/design/flow/orfs finish
[./config.mk]
export PLATFORM = sky130hd
export DESIGN_NAME = adder_on_fpga_by_switch
export DESIGN_NICKNAME = adder_on_fpga_by_switch
export VERILOG_FILES = /design/flow/design.v
export SDC_FILE = /design/flow/constraint.sdc
export NUM_CORES = 4
export LEC_CHECK = 1
export CORE_UTILIZATION = 50
[./constraint.sdc]
current_design adder_on_fpga_by_switch

set clk_period 1.0
set clk_io_pct 0.2

create_clock -name clk0 -period $clk_period [get_ports {switch_cal}]

set non_clock_inputs [all_inputs -no_clocks]
set_input_delay [expr $clk_period * $clk_io_pct] -clock clk0 $non_clock_inputs
set_output_delay [expr $clk_period * $clk_io_pct] -clock clk0 [all_outputs]
[./design.v]
module seven_segment ( input [3:0] input_num,
                output reg a_segment,
                output reg b_segment,
                output reg c_segment,
                output reg d_segment,
                output reg e_segment,
                output reg f_segment,
                output reg g_segment);
    always @(input_num)
    begin 
      case (input_num)
        4'b0000:  
        begin
          a_segment = 0;  b_segment = 0;  c_segment =0;  d_segment = 0;  e_segment =0;  f_segment = 0;  g_segment = 1;  
        end
        4'b0001:  
        begin
          a_segment = 1;  b_segment = 0;  c_segment =0;  d_segment =1;  e_segment = 1;  f_segment = 1;  g_segment = 1;
        end
        4'b0010:  
        begin
          a_segment = 0;  b_segment = 0;  c_segment = 1;  d_segment =0;  e_segment =0;  f_segment = 1;  g_segment=0;
        end
        4'b0011:  
        begin
           a_segment = 0;
           b_segment = 0;
           c_segment = 0;
           d_segment = 0;
           e_segment = 1;
           f_segment = 1;
           g_segment = 0;
        end
        4'b0100:  
        begin
           a_segment = 1;
           b_segment = 0;
           c_segment = 0;
           d_segment = 1;
           e_segment = 1;
           f_segment = 0;
           g_segment = 0;
        end
        4'b0101: 
        begin
           a_segment = 0;
           b_segment = 1;
           c_segment = 0;
           d_segment = 0;
           e_segment = 1;
           f_segment = 0;
           g_segment = 0;
        end
        4'b0110:  
        begin
           a_segment = 0;
           b_segment = 1;
           c_segment = 0;
           d_segment = 0;
           e_segment = 0;
           f_segment = 0;
           g_segment = 0;
        end
        4'b0111:  
        begin 
           a_segment = 0;
           b_segment = 0;
           c_segment = 0;
           d_segment = 1;
           e_segment = 1;
           f_segment = 1;
           g_segment = 1;
        end
        4'b1000:  
        begin
           b_segment = 0;
           a_segment = 0;
           c_segment = 0;
           d_segment = 0;
           e_segment = 0;
           f_segment = 0;
           g_segment = 0;
        end
        4'b1001:  
        begin
           a_segment = 0;
           b_segment = 0;
           c_segment = 0;
           d_segment = 0;
           e_segment = 1;
           f_segment = 0;
           g_segment = 0;
        end
        default: begin
            a_segment = 0;  b_segment = 0;  c_segment =0;  d_segment = 0;  e_segment =0;  f_segment = 0;  g_segment = 1; 
        end
      endcase
    end
endmodule
module adder_on_fpga_by_switch (input [6:0] switchs,
                                input switch_mode,
										  input switch_cal,
                                output  sum_hundred_a,
                                output  sum_hundred_b,
                                output  sum_hundred_c,
                                output  sum_hundred_d,
                                output  sum_hundred_e,
                                output  sum_hundred_f,
                                output  sum_hundred_g,
                                output  sum_tens_a,
                                output  sum_tens_b,
                                output  sum_tens_c,
                                output  sum_tens_d,
                                output  sum_tens_e,
                                output  sum_tens_f,
                                output  sum_tens_g,
                                output  sum_unit_a,
                                output  sum_unit_b,
                                output  sum_unit_c,
                                output  sum_unit_d,
                                output  sum_unit_e,
                                output  sum_unit_f,
                                output  sum_unit_g,
                                output  pin_a_tens_a,
                                output  pin_a_tens_b,
                                output  pin_a_tens_c,
                                output  pin_a_tens_d,
                                output  pin_a_tens_e,
                                output  pin_a_tens_f,
                                output  pin_a_tens_g,
                                output  pin_a_unit_a,
                                output  pin_a_unit_b,
                                output  pin_a_unit_c,
                                output  pin_a_unit_d,
                                output  pin_a_unit_e,
                                output  pin_a_unit_f,
                                output  pin_a_unit_g,
                                output  pin_b_tens_a,
                                output  pin_b_tens_b,
                                output  pin_b_tens_c,
                                output  pin_b_tens_d,
                                output  pin_b_tens_e,
                                output  pin_b_tens_f,
                                output  pin_b_tens_g,
                                output  pin_b_unit_a,
                                output  pin_b_unit_b,
                                output  pin_b_unit_c,
                                output  pin_b_unit_d,
                                output  pin_b_unit_e,
                                output  pin_b_unit_f,
                                output  pin_b_unit_g);
    reg [6:0] a;
    reg [6:0] b;
    reg [7:0] sum;
    reg [3:0] a_tens;
    reg [3:0] a_unit;
    reg [3:0] b_tens;
    reg [3:0] b_unit;
    reg [3:0] sum_hundred;
    reg [3:0] sum_tens;
    reg [3:0] sum_unit;
   always@ (switchs or switch_mode)
    begin
        if (switch_mode == 1)
        begin
            a = switchs;
            if (a >=  99)
            begin
                a = 99;
            end
            else a = a; 
            a_tens = a/10;
            a_unit = a % 10;
        end
        else 
        begin
            b =  switchs;
            if (b >= 99)
            begin
                b = 99;
            end
            else b = b;
            b_tens = b/10;
            b_unit = b % 10;
        end
		end
		always @(posedge switch_cal)
		begin
				sum = a + b;
				sum_hundred = sum / 100;
				sum_tens = (sum % 100) / 10;
				sum_unit = sum % 10;
		end
        seven_segment pin_a_tens ( .input_num(a_tens),
                                    .a_segment(pin_a_tens_a),
                                    .b_segment(pin_a_tens_b),
                                    .c_segment(pin_a_tens_c),
                                    .d_segment(pin_a_tens_d),
                                    .e_segment(pin_a_tens_e),
                                    .f_segment(pin_a_tens_f),
                                    .g_segment(pin_a_tens_g));
        seven_segment pin_a_unit ( .input_num(a_unit),
                                    .a_segment(pin_a_unit_a),
                                    .b_segment(pin_a_unit_b),
                                    .c_segment(pin_a_unit_c),
                                    .d_segment(pin_a_unit_d),
                                    .e_segment(pin_a_unit_e),
                                    .f_segment(pin_a_unit_f),
                                    .g_segment(pin_a_unit_g));
        seven_segment pin_b_tens ( .input_num(b_tens),
                                    .a_segment(pin_b_tens_a),
                                    .b_segment(pin_b_tens_b),
                                    .c_segment(pin_b_tens_c),
                                    .d_segment(pin_b_tens_d),
                                    .e_segment(pin_b_tens_e),
                                    .f_segment(pin_b_tens_f),
                                    .g_segment(pin_b_tens_g));
        seven_segment pin_b_unit ( .input_num(b_unit),
                                    .a_segment(pin_b_unit_a),
                                    .b_segment(pin_b_unit_b),
                                    .c_segment(pin_b_unit_c),
                                    .d_segment(pin_b_unit_d),
                                    .e_segment(pin_b_unit_e),
                                    .f_segment(pin_b_unit_f),
                                    .g_segment(pin_b_unit_g));
        seven_segment sum_hundred_segment ( .input_num(sum_hundred),
                                    .a_segment(sum_hundred_a),
                                    .b_segment(sum_hundred_b),
                                    .c_segment(sum_hundred_c),
                                    .d_segment(sum_hundred_d),
                                    .e_segment(sum_hundred_e),
                                    .f_segment(sum_hundred_f),
                                    .g_segment(sum_hundred_g));
        seven_segment sum_tens_segment ( .input_num(sum_tens),
                                    .a_segment(sum_tens_a),
                                    .b_segment(sum_tens_b),
                                    .c_segment(sum_tens_c),
                                    .d_segment(sum_tens_d),
                                    .e_segment(sum_tens_e),
                                    .f_segment(sum_tens_f),
                                    .g_segment(sum_tens_g));
        seven_segment sum_unit_segment ( .input_num(sum_unit),
                                    .a_segment(sum_unit_a),
                                    .b_segment(sum_unit_b),
                                    .c_segment(sum_unit_c),
                                    .d_segment(sum_unit_d),
                                    .e_segment(sum_unit_e),
                                    .f_segment(sum_unit_f),
                                    .g_segment(sum_unit_g));
endmodule
==> impl_metrics.env <==
# yosys + openroad results
export IMPL_report_final_hold_viol_count=0
export IMPL_tally_of_nets_with_antenna_violations_remaining_after_routing=0
export IMPL_finalNonFillerCells=803
export IMPL_detail_route_iter0_violations=234
export IMPL_crit_path_top_delay_cell="sky130_fd_sc_hd__dfxtp_1"
export IMPL_grt_pass1_wl_um=18400
export IMPL_die_width_um=101
export IMPL_timing_final_crit_share_pct=96.4
export IMPL_antenna_found_initial=0
export IMPL_detail_route_wirelength_um=10700
export IMPL_io_buffer_count=56
export IMPL_synth_area_um2=4890
export IMPL_routed_via_count=4679
export IMPL_yosysChipArea_um2=4890
export IMPL_untimed_endpoints=75
export IMPL_drc=0
export IMPL_result_of_the_run="complete, no violations"
export IMPL_openroad_warnings=52
export IMPL_worstSetupStartpointType="register"
export IMPL_routed_via_count_divided_by_cell_count=5.83
export IMPL_ys_async_sr_fraction_pct=0
export IMPL_ys_warn_count=2
export IMPL_die_height_um=101
export IMPL_total_power_mw=8.59
export IMPL_vdd_ir_drop_worst_uv=1150
export IMPL_rows=35
export IMPL_clockBufferDepth=2
export IMPL_h_tree_depth=1
export IMPL_static_leak_nw=2.31
export IMPL_first_global_vias=4003
export IMPL_cp_data_required_time_ps=800
export IMPL_cts_buffers=3
export IMPL_power_per_standard_cell_area_nw_per_um2=1550
export IMPL_count_of_maximum_capacitance_violations=0
export IMPL_worst_endpoint_arrival_ps=760
export IMPL_final_hold_worst_slack_ps=897
export IMPL_core_region_area_um2=9370
export IMPL_chip_area_um2=10200
export IMPL_place_hpwl_um=8490
export IMPL_largest_net_degree_at_the_start_of_global_routing=29
export IMPL_clock_tree_root_cell="sky130_fd_sc_hd__clkbuf_8"
export IMPL_critPathTopFamily="flip-flops"
export IMPL_grt_use_total_pct=22.0
export IMPL_flow_area_growth_from_synthesis_pct=13.1
export IMPL_clock_fmax_mhz=1040
export IMPL_finalSetupViolCount=0
export IMPL_post_synth_inst_count=642
export IMPL_fillerInstances=898
export IMPL_ys_cells=642
export IMPL_place_detailed_instances=799
export IMPL_post_route_min_period_ps=964
export IMPL_setup_worst_path_class="reg2out"
export IMPL_crit_path_max_incr_delay_ps=290
export IMPL_antennaDiodeCount=0
export IMPL_ys_flop_type="sky130_fd_sc_hd__dfxtp_1"
export IMPL_setup_repair_after_global_routing_missed_its_margin="false"
export IMPL_netlist_cell_type_count=100
export IMPL_end_kind="primary output"
export IMPL_grt_overflow_total=0
export IMPL_count_of_unclocked_register_or_latch_pins=28
export IMPL_cts_tree="yes"
export IMPL_setup_total_negative_slack_ps=0
export IMPL_crit_path_cell_trace="dlygate4sd2_1"
export IMPL_finish_utilization_pct=59.0
export IMPL_cp_buffers_inverters=1
export IMPL_min_path_type="reg2out"
export IMPL_core_util_floorplan_pct=52.2
export IMPL_wl_per_cell_um=13.3
export IMPL_postSynthAreaPerCell_um2=7.62
export IMPL_drive_above_1_share_pct=9.20
export IMPL_ys_ff=47
export IMPL_drt_pre_antenna_iters=4
export IMPL_clkSlewWorstSetupHoldPaths_ps=70
export IMPL_timing_slew_headroom_pct=41.9
export IMPL_place_congestion=0.894
export IMPL_edf_count=0
export IMPL_worst_pin_slew_ps=872
export IMPL_io_pins=58
export IMPL_final_max_slew_viol_count=0
export IMPL_maximum_fanout_encountered_on_the_critical_timing_path=1
[layout by cell type (no fill, tap or decap), drive strengths merged, types with 11 or more instances in the layout]
master,netlist,routed
nor3,15,15
o211ai,11,11
nand2,55,55
clkdlybuf4s50,0,36
dlxtn,14,14
o21ai,28,28
nor2,89,89
dfxtp,19,19
inv,34,34
a21oi,43,43
ha,45,45
dlxtp,14,14
xnor2,22,22
nand2b,14,14
a211oi,11,11
clkdlybuf4s15,0,16
mux2i,20,20
nand3,15,15
[area by class of cell]
type                       count  area (µm²)  share of cell area [%]
tap                          129         161                    2.92
multi-input combinational    530        3810                    68.8
timing repair buffer          58         571                    10.3
clock buffer                   4        45.0                   0.814
inverter                      35         144                    2.60
sequential                    47         805                    14.5
[synth_stat cells (all sizes together) (10+ instances only)]
cell	count	share of area, %
nor2	89	6.9
nand2	55	4.4
ha	45	12
a21oi	43	4.9
inv	34	2.6
o21ai	28	2.9
xnor2	22	4.2
mux2i	20	4.3
clkbuf	19	1.5
dfxtp	19	7.8
nand3	15	1.6
nor3	15	2.2
dlxtn	14	4.3
dlxtp	14	4.3
nand2b	14	1.9
a211oi	11	1.9
buf	11	1.4
o211ai	11	2.0
a31oi	10	1.3
[where the power goes]
part / internal (mW) / leakage, nW / switching (mW)
registers: 1.21 / 0.383 / 0.199
clock network: 0.282 / 0.0228 / 0.229
logic: 3.02 / 1.90 / 3.65
total: 4.51 / 2.31 / 4.08
[routing by layer]
metal | track usage (%) | part of all wire (%) | wire length (µm) | vias to the layer above
met5 | 0 | 0 | 0 | -
met4 | 1.11 | 0.39 | 42 | 0
met3 | 1.20 | 2.5 | 265 | 4
met2 | 37.3 | 48 | 5100 | 81
met1 | 32.8 | 49 | 5290 | 2193
li1 | - | - | - | 2401
[flip-flops by register name (all words and copies together), names as in the netlist, 3 cells and up]
register and cells:
b 7, b_tens 4, b_unit 3, a_tens 4
a 7, a_unit 3
[worst paths after layout]
kind	from	to	slack (ps)	cells past startpoint
max	sum_unit_g$_DFF_P_	sum_unit_g	40	1
min	sum_tens_f$_SDFF_PN0_	sum_tens_f	900	1
[logic make-up (layout without fill, tap and decap cells)]
| logic type | after synthesis | count (layout) | share of synthesized area (%) |
|---|---|---|---|
| AND/OR/NAND/NOR | 243 | 243 | 25.1 |
| AND-OR/OR-AND | 185 | 185 | 29.0 |
| buffers and inverters | 65 | 97 | 5.78 |
| adder cells (fa/ha/maj) | 49 | 49 | 12.5 |
| XOR/XNOR | 29 | 29 | 6.04 |
| latches | 28 | 28 | 8.60 |
| multiplexers | 23 | 23 | 5.04 |
| flip-flops | 19 | 19 | 7.78 |
| other | 1 | 1 | 0.0767 |
[through the flow]
stage               cell area [µm²]  worst slack [ps]
finish                         5530              35.9
global route                   5530              2.06
CTS                            5510            -0.203
detailed placement             5490              20.7
global placement               5490              43.7
floorplan                      4890               420
[what timing repair did]
| action | in CTS | in global routing |
|---|---|---|
| hold buffers | 0 | 0 |
| buffers inserted | 0 | 0 |
| gates resized | 24 | 15 |
| setup endpoints to repair | 20 | 14 |
| pin swaps | 0 | 0 |
Power figures rest on the tool's default switching activity, not on a simulated workload.
